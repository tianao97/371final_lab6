===== flow/config.mk =====
export PLATFORM = sky130hd
export DESIGN_NAME = win_logic
export DESIGN_NICKNAME = win_logic
export VERILOG_FILES = /design/flow/design.v
export SDC_FILE = /design/flow/constraint.sdc
export NUM_CORES = 4
export LEC_CHECK = 1
export CORE_AREA = 10 10 70 70
export DIE_AREA = 0 0 80 80

===== flow/constraint.sdc =====
current_design win_logic

set clk_period 1.7
set clk_io_pct 0.2

create_clock -name clk0 -period $clk_period

set non_clock_inputs [all_inputs -no_clocks]
set_input_delay [expr $clk_period * $clk_io_pct] -clock clk0 $non_clock_inputs
set_output_delay [expr $clk_period * $clk_io_pct] -clock clk0 [all_outputs]

===== flow/design.v =====
module win_logic (purp_state, gold_state, game_finished, purple_win, gold_win);
    input logic [8:0] purp_state, gold_state;   
    output logic game_finished;   
    output logic purple_win, gold_win;  
    always_comb begin
        if ((purp_state & 9'b111000000) == 9'b111000000 | (purp_state & 9'b000111000) == 9'b000111000 | (purp_state & 9'b000000111) == 9'b000000111 |  
            (purp_state & 9'b100100100) == 9'b100100100 | (purp_state & 9'b010010010) == 9'b010010010 | (purp_state & 9'b001001001) == 9'b001001001 |
            (purp_state & 9'b100010001) == 9'b100010001 | (purp_state & 9'b001010100) == 9'b001010100 ) begin
                purple_win = 1;
                gold_win = 0;
                game_finished = 1;
        end else if((gold_state & 9'b111000000) == 9'b111000000 | (gold_state & 9'b000111000) == 9'b000111000 | (gold_state & 9'b000000111) == 9'b000000111 |  
            (gold_state & 9'b100100100) == 9'b100100100 | (gold_state & 9'b010010010) == 9'b010010010 | (gold_state & 9'b001001001) == 9'b001001001 |
            (gold_state & 9'b100010001) == 9'b100010001 | (gold_state & 9'b001010100) == 9'b001010100) begin
                purple_win = 0;
                gold_win = 1;
                game_finished = 1;
        end else if ((purp_state | gold_state) == 9'b111111111) begin  
                purple_win = 0;
                gold_win = 0;
                game_finished = 1;
        end else begin  
                purple_win = 0;
                gold_win = 0;
                game_finished = 0;
        end
    end
endmodule
module win_logic_testbench();
		logic [8:0] purp_state, gold_state;
        logic game_finished;
        logic purple_win, gold_win;
        win_logic dut (.purp_state, .gold_state, .game_finished, .purple_win, .gold_win);	
		integer i;
        initial begin
                for(i=0; i<512; i++) begin
                    {purp_state} = i; #10;
                    {gold_state} = i; #10;
                end
        end
endmodule

===== flow/run.sh =====
#!/bin/bash
# OpenROAD 26Q1-2900-gdf79404cd8, Yosys 0.63+post, stock flow scripts
make -C /OpenROAD-flow-scripts/flow DESIGN_CONFIG=/design/flow/config.mk WORK_HOME=/design/flow/orfs finish

==> flow_metrics.env <==
# yosys + openroad results
export IMPL_cp_endpoint="game_finished"
export IMPL_pwr_density_cell_nw_per_um2=239
export IMPL_top_cells_by_area="a22o_1 43%, o22ai_1 12%, a221oi_2 9.2%"
export IMPL_routed_wl_microns=982
export IMPL_syn2layout_area_growth_pct=155
export IMPL_peakVddDrop_uv=36.2
export IMPL_critical_path_top_delay_family="AND-OR/OR-AND gates"
export IMPL_gr_total_overflow=0
export IMPL_ant_nets=0
export IMPL_status="finished, final reports clean"
export IMPL_cp_num_cells=5
export IMPL_synth_area_leader_cell="a22o_1"
export IMPL_hold_violations=0
export IMPL_grt_usage_pct=2.66
export IMPL_num_antenna_cells=0
export IMPL_critical_path_max_stage_delay_ps=280
export IMPL_crit_chain="clkdlybuf4s15_1, a22o_1, a221oi_2, nand3b_1, buf_2"
export IMPL_whs_ps=1020
export IMPL_timing_setup_tns_ps=0
export IMPL_grt_max_degree=5
export IMPL_crit_buf_inv=2
export IMPL_antenna_found_initial=1
export IMPL_layout_drive_gt1_share_pct=47.7
export IMPL_ys_cells=21
export IMPL_clock_fmax_mhz=604
export IMPL_finalClockPeriodUsage_pct=97.4
export IMPL_power_uw=99.0
export IMPL_top_area_share_pct=43.1
export IMPL_nClkBuffers=0
export IMPL_die_width_microns=80
export IMPL_synth_area_sq_um=163
export IMPL_crit_slowest_cell="a221oi_2"
export IMPL_maxSlewViolCount=0
export IMPL_crit_start="gold_state[4]"
export IMPL_cts_hold_buf=0
export IMPL_synthCells=21
export IMPL_core_sq_um=3420
export IMPL_place_gp_congestion=0.833
export IMPL_ys_warn_count=1
export IMPL_regArea_sq_um=0
export IMPL_viasPerCell=3.16
export IMPL_seq_area_frac_synth_pct=0
export IMPL_fp_dieH_microns=80
export IMPL_worstSetupPathType="input pin to output port"
export IMPL_grt_pass1_vias=255
export IMPL_warnings=34
export IMPL_drtIter0Drc=8
export IMPL_maxCapViolCount=0
export IMPL_slew_limit_headroom_pct=82.9
export IMPL_rsz0062_at_grt="yes"
export IMPL_post_route_min_period_ps=1660
export IMPL_end_kind="output port"
export IMPL_dp_cells=91
export IMPL_tightest_slew_ps=254
export IMPL_finalSetupViolations=0
export IMPL_leakage_uw=0.000174
export IMPL_ys_area_sq_um=163
export IMPL_wl_per_cell_microns=10.9
export IMPL_synth_area_per_cell_sq_um=7.75
export IMPL_pin_count=21
export IMPL_rows=21
export IMPL_vias=284
export IMPL_core_util_floorplan_pct=4.76
export IMPL_ys_types=10
export IMPL_numPortBuffers=21
export IMPL_chip_area_sq_um=6400
export IMPL_final_cell_area_sq_um=414
export IMPL_critPathLaunchType="input pin"
export IMPL_route_detailed_drc=0
export IMPL_hold_class="input pin to output port"
export IMPL_grt_pass1_wl_microns=1370
export IMPL_cp_data_required_time_ps=1360
export IMPL_flop_count=0
export IMPL_final_cell_mix="8 x a22o_1, 8 x buf_2, 5 x buf_6"
export IMPL_drt_pass1_iterations=3
export IMPL_critPathArrivalTime_ps=1320
export IMPL_fin_cells=90
export IMPL_place_area_sq_um=453
export IMPL_hpwlAfterDp_microns=872
export IMPL_crit_fanout=4
routing by layer:
metal | GRT usage (%) | share of wire [%] | vias to the layer above
li1 | - | - | 146
met1 | 3.82 | 47 | 120
met2 | 2.65 | 28 | 18
met3 | 2.73 | 24 | 0
met4 | 0 | 0 | 0
met5 | 0 | 0 | -
power breakdown:
part           internal, uW  switching [uW]  total, uW  leakage, uW
clock                     0               0          0            0
sequential                0               0          0            0
combinational          62.6            36.3       99.0     0.000174
final cells by class:
class	count	area (sq um)
fillers	405	3000
repair buffers	23	186
multi-input cells	21	170
well taps	46	57.6
Yosys cell counts:
| library cell | number |
|---|---|
| a221oi_2 | 1 |
| a22o_1 | 8 |
| a22o_2 | 1 |
| a22oi_1 | 2 |
| nand2_1 | 1 |
| nand3b_1 | 1 |
| nor2_1 | 2 |
| nor4_1 | 1 |
| o221ai_1 | 1 |
| o22ai_1 | 3 |
timing repair:
| item | 4_1_cts | 5_1_grt |
|---|---|---|
| pin swaps | 14 | 5 |
| gates resized | 71 | 10 |
| setup buffers | 1 | 1 |
| setup endpoints to repair | 3 | 1 |
| endpoints found under the hold margin | 0 | 0 |
metrics by stage:
stage	util, %	worst slack [ps]
2_1_floorplan	-	335
3_3_place_gp	13.3	-654
3_5_place_dp	13.3	-670
4_1_cts	11.3	-63.7
5_1_grt	12.1	-8.06
6_report	12.1	44.1
kinds of logic (layout without fill, tap and decap cells):
| group | count (synthesis) | after routing | synth area share (%) |
|---|---|---|---|
| buffers and inverters | 0 | 23 | 0 |
| and+or+nand+nor | 5 | 5 | 15.4 |
| AOI/OAI and AO/OA | 16 | 16 | 84.6 |
how the worst min path moves through the flow:
stage,start,endpoint,slack [ps],cells past startpoint
finish,gold_state[6],game_finished,1020,4
global route,gold_state[6],game_finished,1060,4
CTS,purp_state[4],game_finished,1040,4
Power figures rest on the tool's default switching activity, not on a simulated workload.
